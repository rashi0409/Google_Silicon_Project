File: design/flow/run.sh
#!/bin/bash
# OpenROAD 26Q1-2900-gdf79404cd8, Yosys 0.63+post, stock flow scripts
make -C /OpenROAD-flow-scripts/flow DESIGN_CONFIG=/design/flow/config.mk WORK_HOME=/design/flow/orfs finish
File: design/flow/config.mk
export PLATFORM = sky130hd
export DESIGN_NAME = module_basic_gates_v2
export DESIGN_NICKNAME = module_basic_gates_v2
export VERILOG_FILES = /design/flow/design.v
export SDC_FILE = /design/flow/constraint.sdc
export NUM_CORES = 4
export LEC_CHECK = 1
export CORE_AREA = 10 10 70 70
export DIE_AREA = 0 0 80 80
File: design/flow/constraint.sdc
current_design module_basic_gates_v2

set clk_period 1.0
set clk_io_pct 0.2

create_clock -name clk0 -period $clk_period [get_ports {clk}]

set non_clock_inputs [all_inputs -no_clocks]
set_input_delay [expr $clk_period * $clk_io_pct] -clock clk0 $non_clock_inputs
set_output_delay [expr $clk_period * $clk_io_pct] -clock clk0 [all_outputs]
File: design/flow/design.v
module module_basic_gates_v2(input A, B, clk, output reg AND_out, OR_out, NAND_out, NOR_out, XOR_out, XNOR_out, NOT_A_out, NOT_B_out);
wire AND_out_wire, OR_out_wire, NAND_out_wire, NOR_out_wire, XOR_out_wire;
wire XNOR_out_wire, NOT_A_out_wire, NOT_B_out_wire;
assign AND_out_wire = A & B;
assign OR_out_wire = ~(~A & ~B);
assign NAND_out_wire = ~(A & B);
assign NOR_out_wire = ~(A | B);
assign XOR_out_wire = A ^ B;
assign XNOR_out_wire = ~(A ^ B);
assign NOT_A_out_wire = ~A;
assign NOT_B_out_wire = ~B;
always @(posedge clk) begin
    AND_out <= AND_out_wire;
    OR_out <= OR_out_wire;
    NAND_out <= NAND_out_wire;
    NOR_out <= NOR_out_wire;
    XOR_out <= XOR_out_wire;
    XNOR_out <= XNOR_out_wire;
    NOT_A_out <= NOT_A_out_wire;
    NOT_B_out <= NOT_B_out_wire;
end
endmodule
==> flow_summary_export.csv <==
group,metric,value,unit
outcome,status,"completed",
drt,via_count,160,
final_timing,setup_viol,0,
final_timing,worst_slack,0.0497,ns
setup_path,worstPathCellList,"clkdlybuf4s15_1",
floorplan,die_area,6400,um^2
drt,drtIter0Drc,1,
final_timing,tns,0,ns
place,hpwl,470,um
finish,syn_to_final_growth,87.4,%
drt,drt-met1-wl,330,um
setup_path,cpPeakStageDelay,0.30,ns
global_route,grt_pass1_wl,938,um
final_timing,max-slew-margin-rel,94.2,%
place,gp_congestion,0.706,
synth,ys_cells,17,
clocking,cts_buffers,3,
final_timing,worst_pin_slew,0.0863,ns
synth,synth_area,229,um^2
final_timing,finalHoldViolations,0,
finish,final_cells,79,
global_route,grt_max_degree,5,
global_route,overflow,0,
setup_path,crit_path_max_fanout,1,
floorplan,std_cell_rows,21,
synth,ys.flops,8,
drt,routed_wl,577,um
pwr,p_leak,0.000192,uW
drt,drtPass1Iterations,2,
synth,synth_chip_area,229,um^2
setup_path,end_kind,"output pin",
synth,ys_warn_count,1,
drt,antenna_left,0,
worst_hold_path,hold_path_class,"input port to flop",
setup_path,worst_ep_arrival_time,0.75,ns
drt,top_layer,"met3",
setup_path,critical_path_class,"flop to output pin",
synth,synth_cell_types,3,
pwr,ir_drop,566,uV
floorplan,initCoreUtil,6.70,%
clocking,cts_sinks,8,
drt,met3_length,141,um
final_timing,rsz0062_at_grt,"false",
synth,synth_seq_share,69.9,%
synth,synthCells,17,
global_route,grt_pass1_vias,198,
drt,n_antenna_cell,0,
final_timing,fin_crit_sh,95.0,%
drt,route.met2.wl,105,um
clocking,cts_setup_buffers,0,
floorplan,die_y,80,um
finish,fin_area,429,um^2
setup_path,cp-start-kind,"flop",
global_route,antenna_found_initial,0,
final_timing,fmax,1050,MHz
clocking,h-tree-depth,1,
drt,vias_per_cell,2.03,
flow_run,tool_warnings,28,
clocking,clk_pin_slew_worst_paths,0.05,ns
synth,syn_avg_cell_area,13.5,um^2
global_route,grtUsageTotal,2.02,%
clocking,cts_tree,"yes",
setup_path,slowest_stage,"dfxtp_1",
place,placed_cells,76,
finish,utilization,12.6,%
flow_run,maxCapViolCount,0,
setup_path,cp_top_family,"flip-flops",
setup_path,crit_buf_inv,1,
final_timing,period_needed,0.950,ns
floorplan,core-area,3420,um^2
final_timing,final_max_slew_viol_count,0,
floorplan,fp.dieW,80,um
place,postPlaceCellArea,409,um^2
pwr,power-per-cell-area,1520,nW/um^2
floorplan,ios,11,
setup_path,cp.required,0.80,ns
drt,post_drt_wl_per_cell,7.30,um
place,pre_cts_ws,-0.212,ns
drt,drc_errors,0,
place,numPortBuffers,10,
clocking,cts_buffer_depth,2,
finish,layout-drive-gt1-share,27.3,%
clocking,cts-root-buf,"clkbuf_4",
==> cell families after synthesis <==
group	count (synthesis)	synth area share [%]
adder cells (fa/ha/maj)	4	21.9
buffers and inverters	5	8.20
flip-flops	8	69.9
==> final cells by class <==
class                      count  area (um^2)
inverter                       5         18.8
timing repair buffer          13          118
clock buffer                   3         22.5
fill                         399         2990
multi-input combinational      4         50.0
sequential                     8          163
tap                           46         57.6
==> layer usage <==
layer,vias to the layer above,track usage [%]
li1,81,-
met1,64,2.62
met2,15,1.77
met3,0,2.73
met4,0,0.352
met5,-,0
==> state kept, by name, summed over array words and instances, names as in the netlist <==
register and flops:
AND_out 1, NAND_out 1, NOR_out 1, NOT_A_out 1, NOT_B_out 1, OR_out 1
XNOR_out 1, XOR_out 1
==> metrics by stage <==
step	hold slack, ns	power, uW
6_report	0.496	652
5_1_grt	0.530	697
4_1_cts	0.490	662
3_5_place_dp	0.754	427
3_3_place_gp	0.749	425
2_1_floorplan	0.295	357
==> placed cells by master (no fill, tap or decap), drive strengths merged <==
cell,count
buf,3
clkbuf,4
clkdlybuf4s15,7
clkdlybuf4s50,2
dfxtp,8
ha,4
inv,5
==> path summary, 6_finish.rpt <==
path	slack, ns	depth (start not counted)	to	start
max	0.05	1	NOT_A_out	NOT_A_out$_DFF_P_
min	0.50	2	NOT_B_out$_DFF_P_	B
==> cell usage after synthesis (all sizes together) <==
library cell | instances | area, um^2
inv | 5 | 18.8
dfxtp | 8 | 160
ha | 4 | 50.1
==> timing repair <==
action / in CTS / in global routing
setup endpoints to repair: 8 / 5
hold buffers: 0 / 0
gates cloned: 0 / 0
resized: 11 / 8
pin swaps: 0 / 0
==> report_power, final <==
part           total (uW)  internal [uW]  leakage, uW  switching [uW]
Sequential            347            341    0.0000672            5.17
Combinational        62.0           42.6     0.000111            19.5
Clock                 243            137    0.0000138             106
Power figures rest on the tool's default switching activity, not on a simulated workload.
