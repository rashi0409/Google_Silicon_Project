## /design/flow/run.sh

```bash
#!/bin/bash
# OpenROAD 26Q1-2900-gdf79404cd8, Yosys 0.63+post, stock flow scripts
make -C /OpenROAD-flow-scripts/flow DESIGN_CONFIG=/design/flow/config.mk WORK_HOME=/design/flow/orfs finish
```

## /design/flow/config.mk

```make
export PLATFORM = sky130hd
export DESIGN_NAME = module_basic_gates
export DESIGN_NICKNAME = module_basic_gates
export VERILOG_FILES = /design/flow/design.v
export SDC_FILE = /design/flow/constraint.sdc
export NUM_CORES = 4
export LEC_CHECK = 1
export CORE_AREA = 10 10 70 70
export DIE_AREA = 0 0 80 80
```

## /design/flow/constraint.sdc

```tcl
current_design module_basic_gates

set clk_period 1.0
set clk_io_pct 0.2

create_clock -name clk0 -period $clk_period [get_ports {clk}]

set non_clock_inputs [all_inputs -no_clocks]
set_input_delay [expr $clk_period * $clk_io_pct] -clock clk0 $non_clock_inputs
set_output_delay [expr $clk_period * $clk_io_pct] -clock clk0 [all_outputs]
```

## /design/flow/design.v

```verilog
`timescale 1ns / 1ps
module module_basic_gates(
input A, B, clk,
    output reg AND_out, OR_out, NAND_out, NOR_out, XOR_out, XNOR_out, NOT_A_out, NOT_B_out
);
wire AND_out_wire, OR_out_wire, NAND_out_wire, NOR_out_wire, XOR_out_wire;
wire  XNOR_out_wire, NOT_A_out_wire, NOT_B_out_wire;
    assign AND_out_wire  = A & B;
    assign OR_out_wire   = A | B;
    assign NAND_out_wire = ~(A & B);
    assign NOR_out_wire  = ~(A | B);
    assign XOR_out_wire  = A ^ B;
    assign XNOR_out_wire = ~(A ^ B);
    assign NOT_A_out_wire    = ~A;
    assign NOT_B_out_wire    = ~B;
always @(posedge clk)
begin
    AND_out <= AND_out_wire;
    OR_out <= OR_out_wire;
    NAND_out <= NAND_out_wire;
    NOR_out <= NOR_out_wire;
    XOR_out <= XOR_out_wire;
    XNOR_out <= XNOR_out_wire;
    NOT_A_out<= NOT_A_out_wire;
    NOT_B_out<= NOT_B_out_wire;
end
endmodule
```

==> results.sh <==
# source this file to load flow results
export IMPL_synth_seq_cells=8
export IMPL_vias=152
export IMPL_cts_max_level=1
export IMPL_final_util=0.1293
export IMPL_dr_wl_met2_um=96
export IMPL_p_leak_nw=0.1927
export IMPL_highest_signal_layer="met3"
export IMPL_syn_area_um2=229.0
export IMPL_ant_nets=0
export IMPL_post_route_drc_count=0
export IMPL_setup_tns_ns=0
export IMPL_place_congestion=0.7122
export IMPL_wl_met1_um=247
export IMPL_power_frac_comb=0.097
export IMPL_fmax_mhz=1045
export IMPL_chipArea_um2=6400
export IMPL_yosys_area_share_xor_xnor=0
export IMPL_synth_most_common_cell="dfxtp_1"
export IMPL_antenna_found_initial=0
export IMPL_finalClockPeriodUsage=0.9567
export IMPL_hold_buffers=0
export IMPL_mux_share=0
export IMPL_dp_hpwl_um=414
export IMPL_hold_class="input pin to flop"
export IMPL_p_seq_frac=0.530
export IMPL_root_buffer="clkbuf_4"
export IMPL_slew_limit_headroom=0.8928
export IMPL_cp_max_fo=1
export IMPL_synth_seq_share=0.6995
export IMPL_switchingPower_mw=0.1318
export IMPL_core_area_um2=3416
export IMPL_seqCellArea_um2=163.9
export IMPL_setup_viol=0
export IMPL_drive_above_1_share=0.3333
export IMPL_die_w_um=80
export IMPL_grt_overflow=0
export IMPL_peakVddDrop_uv=835.4
export IMPL_n_fill_cell=403
export IMPL_layout_setup_ws_ns=0.04326
export IMPL_async_reset_ff_frac=0
export IMPL_final_hold_viol_count=0
export IMPL_yosys_area_share_adder=0.2186
export IMPL_combGateArea_um2=62.56
export IMPL_wire_per_inst_um=6.443
export IMPL_common_cells="8 x dfxtp_1, 5 x inv_1, 4 x ha_1"
export IMPL_die_y_um=80
export IMPL_p_sw_frac=0.2013
export IMPL_ys_cells=17
export IMPL_drtPass1Iterations=1
export IMPL_worstPathArrival_ns=0.76
export IMPL_dpl_cell_area_um2=409.1
export IMPL_synth_top_flop_cell="dfxtp_1"
export IMPL_grt_pass1_wl_um=855
export IMPL_status="finished clean"
export IMPL_vias_per_cell=1.924
export IMPL_top_cells_by_area="dfxtp_1 70%, ha_1 22%, inv_1 8.2%"
export IMPL_cp_slowest_cell="dfxtp_1"
export IMPL_cp_top_family="flip-flops"
export IMPL_power_share_clock=0.373
export IMPL_ios=11
export IMPL_diodes=0
export IMPL_power_density_nw_per_um2=1483
export IMPL_synth_compound_area_share=0
export IMPL_total_power_mw=0.6548
export IMPL_wl_met3_um=164
export IMPL_crit_buf_inv=1
export IMPL_clk_pin_slew_ns=0.06
export IMPL_grt_pass1_vias=183
export IMPL_start_kind="flop"
export IMPL_yosysUniqueCellTypes=3
export IMPL_avgSynthCellArea_um2=13.47
export IMPL_cp_cell_sequence="dlygate4sd2_1"
export IMPL_fin_crit_ns=0.9567
export IMPL_grt_max_degree=5
export IMPL_routed_wl_um=509
export IMPL_preCtsSetupSlack_ns=-0.2165
export IMPL_syn_inst=17
export IMPL_io_buffer_count=10
export IMPL_cts_tree="yes"
export IMPL_grtUsageTotal=0.01813
export IMPL_drtIter0Drc=0
export IMPL_cellInternalPower_mw=0.5230
export IMPL_cts_buffers=3
export IMPL_clock_sinks=8
export IMPL_cap_viol_max_count=0
export IMPL_enable_flop_cells=0
export IMPL_floorplan_core_util=0.06703
export IMPL_slew_viol_final=0
export IMPL_tightest_slew_ns=0.1606
export IMPL_slowest_delay_ns=0.29
export IMPL_tool_warnings=28
export IMPL_rsz0062_at_grt="no"
export IMPL_ys_warn_count=1
export IMPL_area_delta_synth_final_pct=92.90
export IMPL_worst_setup_path_end_kind="output port"
export IMPL_stdcell_area_um2=441.7
export IMPL_simple_gate_area_frac=0
export IMPL_top_logic_kind="adder cells"
export IMPL_yosysTopAreaCellShare=0.6995
export IMPL_largest_area_cell="dfxtp_1"
export IMPL_clock_path_buffers=2
export IMPL_worstSetupPathType="flop to output port"
export IMPL_post_cts_buffers=0
export IMPL_floorplan_rows=21
export IMPL_ys_area_um2=229.0
export IMPL_crit_required_ns=0.80
what timing repair did:
action                                  4_1_cts  5_1_grt
pin swaps                                     0        0
endpoints found under the setup margin        8        8
gates resized                                 8       12
stage by stage:
stage          hold WS (ns)  instances
2_1_floorplan        0.2954         17
3_3_place_gp         0.7777         76
3_5_place_dp         0.7871         76
4_1_cts              0.5244         79
5_1_grt              0.5975         79
6_report             0.5607         79
final cells by class:
class | count | area share
Inverter | 5 | 0.04249
Multi-Input combinational cell | 4 | 0.1416
Sequential cell | 8 | 0.3711
Timing Repair Buffer | 13 | 0.2635
Tap cell | 46 | 0.1303
Clock buffer | 3 | 0.05099
logic make-up (layout without fill, tap and decap cells):
logic type | count (synthesis) | in the layout
adder cells (fa/ha/maj) | 4 | 4
buffers and inverters | 5 | 21
flip-flops | 8 | 8
flip-flops by register name (all words and copies together) (netlist names):
name	count
XOR_out	1
OR_out	1
AND_out	1
NOT_A_out	1
NAND_out	1
NOR_out	1
NOT_B_out	1
XNOR_out	1
layout by cell type (no fill, tap or decap), drive strengths merged:
cell           Yosys  layout
ha                 4       4
dfxtp              8       8
clkbuf             0       4
clkdlybuf4s15      0       6
dlygate4sd2        0       1
clkdlybuf4s50      0       2
inv                5       5
buf                0       3
power by group through the flow:
stage | Clock (mW) | Combinational [mW] | Sequential [mW]
after global routing | 0.284 | 0.0756 | 0.349
final | 0.244 | 0.0636 | 0.347
after CTS | 0.254 | 0.0580 | 0.345
path summary, 6_finish.rpt:
check | start | to | slack [ns] | cells past startpoint
min | B | NOT_B_out$_DFF_P_ | 0.56 | 2
max | XNOR_out$_DFF_P_ | XNOR_out | 0.04 | 1
routing by layer:
metal	track usage	vias to the layer above
met3	0.02955	0
met2	0.01685	11
li1	-	81
met5	0	-
met4	0	0
met1	0.02083	60
Power and IR drop assume default switching activity.
