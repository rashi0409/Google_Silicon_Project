==> design/flow/design.v <==
`timescale 1ns / 1ps
module module_comparator(A, B, clk, Greater, Equal, Lesser);
    input [2:0] A, B;
    input clk;
    output reg Greater, Equal, Lesser;
    wire n1, n2, n3;
    assign n1 = (A[2] & ~B[2]) | ((A[2] ~^ B[2]) & A[1] & ~B[1]) | ((A[2] ~^ B[2]) & (A[1] ~^ B[1]) & A[0] & ~B[0]);
    assign n2 = (A[0] ~^ B[0]) & (A[1] ~^ B[1]) & (A[2] ~^ B[2]);
    assign n3 = (B[2] & ~A[2]) | ((B[2] ~^ A[2]) & B[1] & ~A[1]) | ((B[2] ~^ A[2]) & (B[1] ~^ A[1]) & B[0] & ~A[0]);
    always @(posedge clk)
        {Greater, Equal, Lesser} <= {n1, n2, n3};
endmodule
==> design/flow/run.sh <==
#!/bin/bash
# OpenROAD 26Q1-2900-gdf79404cd8, Yosys 0.63+post, stock flow scripts
make -C /OpenROAD-flow-scripts/flow DESIGN_CONFIG=/design/flow/config.mk WORK_HOME=/design/flow/orfs finish
==> design/flow/config.mk <==
export PLATFORM = sky130hd
export DESIGN_NAME = module_comparator
export DESIGN_NICKNAME = module_comparator
export VERILOG_FILES = /design/flow/design.v
export SDC_FILE = /design/flow/constraint.sdc
export NUM_CORES = 4
export LEC_CHECK = 1
export CORE_AREA = 10 10 70 70
export DIE_AREA = 0 0 80 80
==> design/flow/constraint.sdc <==
current_design module_comparator

set clk_period 2.5
set clk_io_pct 0.2

create_clock -name clk0 -period $clk_period [get_ports {clk}]

set non_clock_inputs [all_inputs -no_clocks]
set_input_delay [expr $clk_period * $clk_io_pct] -clock clk0 $non_clock_inputs
set_output_delay [expr $clk_period * $clk_io_pct] -clock clk0 [all_outputs]
==> changes_impl.md <==
### Metrics

- Status: completed
- Simple-Gate Fraction of Synth Area: 29.7%
- Worst slew pin tran: 120 ps
- Vias in the first global route: 175
- Yosys stat chip area: 173 sq um
- Chip area: 6400 sq um
- Grt total ovfl: 0
- Initial antenna violation count: 0
- I/O pin total: 10
- Max-cap check violation count: 0
- Count of antenna-violating nets left after detailed routing: 0
- Synth Register Bits: 3
- Routed length per placed instance: 6.87 um
- Routed wire length: 522 um
- Delay-heaviest family, CP: buffers and inverters
- Maximum clock rate: 568 MHz
- Placed inst area: 320 sq um
- Gr usage total: 1.76%
- Synth mux share: 0%
- Final core occ: 10.1%
- Die width: 80 um
- Lkg Pwr: 0.134 nW
- Slowest-stage cell, CP: clkdlybuf4s50_1
- Residual DRC: 0
- Post-DP HPWL: 435 um
- Layout area overhead: 101%
- Worst setup margin: 739 ps
- Antenna diodes: 0
- Die H: 80 um
- Root buf cell: clkbuf_4
- Worst IR Drop VDD: 83.5 uV
- Top comb family, area: simple AND/OR/NAND/NOR gates
- Clock-pin slew on the worst setup and hold paths: 40 ps
- I/O Buffers: 9
- Min-delay src: B[1]
- CP Capture Type: flip-flop
- Unique cell types: 9
- Setup_tns: 0 ps
- Vias per cell: 2.08
- Power Total: 0.173 mW
- Synth Seq Share: 34.8%
- Post-CTS Setup Bufs: 0
- Fin crit period: 1760 ps
- Fin. Hold Viols: 0
- CP Max Fanout: 5
- Max Slew Vio Count: 0
- CP startpoint: A[2]
- YS warnings: 1
- AO/OA Area Share: 11.6%
- Fin crit share: 70.4%
- Synth Instances: 17
- Post-CTS Hold Buffers: 0
- XOR-XNOR Cells, Area Fraction: 5.07%
- Hold Slack: 1010 ps
- Netlist Area Pre-Place: 173 sq um
- Starting Density: 5.05%
- Synth Area in Adders: 14.5%
- Via Count: 158
- Max Buffers Root-to-Sink: 2
- Final setup fails: 0
- Drt first pass iters: 2
- Cell area after layout: 347 sq um
- Worst min path class: in -> reg
- Crit path launch type: input port
- CP max stage delay: 480 ps
- OpenROAD warning count: 26
- Synthesized area per cell: 10.2 sq um
- Critical path buffers and inverters: 2
- Largest net degree at the start of global routing: 6
- Yosys cell count: 17
- Core area: 3420 sq um
- RSZ-0062 raised after global routing: no
- WP data arrival: 1870 ps
- CTS H-tree lvls: 1
- Post-place setup slack: 528 ps
- FILL cells: 401
- Non-Filler Instances: 76
- Cells along the critical path: clkdlybuf4s50_1, inv_1, ha_1, and3b_1, a311o_1
- Worst Path Class, Setup: in -> reg
- Share of layout cells above drive strength 1: 10.0%
- Cts bufs inserted: 3
- First-pass GRT wire length: 869 um
- Worst Path Required: 2610 ps
- RePlAce Congestion: 0.731
- Rel. slew slack: 91.9%
- Cell Rows: 21
- Post-CTS resize count: 0
- Placed Cells incl. Taps: 72
- Clk sink count: 3
- PwrDens: 498 nW/um^2
- Starting DRT DRC Count: 10
- CTS tree: built
-- flip-flops by register name, summed over array words and instances, names as in the netlist --
signal	count
Equal	1
Greater	1
Lesser	1
-- final timing paths --
| path | end | slack (ps) | depth (start not counted) |
|---|---|---|---|
| worst max-delay path | Greater | 740 | 5 |
| worst min-delay path | Greater | 1010 | 3 |
-- cells in the mapped netlist --
| cell | instances | area share, % |
|---|---|---|
| dfxtp_1 | 3 | 35 |
| a311o_1 | 2 | 12 |
| and3b_1 | 2 | 10 |
| ha_1 | 2 | 14 |
| inv_1 | 2 | 4.3 |
| nand2b_1 | 2 | 7.2 |
| nor2b_1 | 2 | 7.2 |
| and4_1 | 1 | 5.1 |
| xnor2_1 | 1 | 5.1 |
-- cell usage in the layout, fill, tap and decap left out --
master	netlist	layout
inv_1	2	2
nor2b_1	2	2
clkbuf_4	0	3
a311o_1	2	2
clkbuf_1	0	1
and4_1	1	1
dfxtp_1	3	3
nand2b_1	2	2
xnor2_1	1	1
and3b_1	2	2
clkdlybuf4s50_1	0	9
ha_1	2	2
-- kinds of logic after synthesis --
group / count (synthesis)
buffers and inverters: 2
XOR/XNOR: 1
flip-flops: 3
AND-OR/OR-AND: 2
AND/OR/NAND/NOR: 7
adder cells (fa/ha/maj): 2
-- cell type report --
class,count,area (sq um),share of cell area (%)
Multi-Input combinational cell,12,105,30.3
Inverter,2,7.51,2.17
Tap cell,46,57.6,16.6
Sequential cell,3,60.1,17.3
Clock buffer,4,26.3,7.58
Timing Repair Buffer,9,90.1,26.0
-- power by group --
part           switching, mW  total [mW]  internal [mW]
Clock                 0.0241      0.0839         0.0598
Combinational         0.0105      0.0348         0.0244
Sequential           0.00110      0.0540         0.0530
Total                 0.0357       0.173          0.137
-- metal layers --
| layer | routed length (um) | share of wire (%) | vias up | GRT usage, % |
|---|---|---|---|---|
| met3 | 145 | 28 | 0 | 2.27 |
| li1 | - | - | 85 | - |
| met4 | 0 | 0 | 0 | 0.704 |
| met1 | 220 | 42 | 62 | 2.12 |
| met2 | 156 | 30 | 11 | 1.61 |
| met5 | 0 | 0 | - | 0 |
Power is estimated from default activity; no workload was simulated.
